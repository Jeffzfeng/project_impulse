## design/flow/design.v

```verilog
module project7segimpulse(HEX0,HEX1,HEX2,HEX3,GPIO_1,LEDR,KEY,LEDG,CLOCK_50);
input CLOCK_50;
input [0:0] KEY;
input [1:0] GPIO_1;
output [6:0] LEDG;
output [11:0] LEDR;
wire [11:0] pulse;
wire [11:0] power_data;
wire [6:0] z,x,y,w,v,u;
output [6:0] HEX0, HEX1, HEX2, HEX3;
counter sup(GPIO_1[0],GPIO_1[1],pulse);
power_counter yo(KEY[0],pulse,power_data);
FSM_test digit1(CLOCK_50,power_data[2:0],0,z);
FSM_test digit2(CLOCK_50,power_data[5:3],0,y);
FSM_test digit3(CLOCK_50,power_data[8:6],0,x);
FSM_test digit4(CLOCK_50,power_data[11:9],0,w);
assign LEDR = power_data;
assign HEX0 = z;
assign HEX1 = y;
assign HEX2 = x;
assign HEX3 = w;
endmodule
module frequency_divider ( clock , pulse , switch ) ;
input clock ;
output pulse ;
input [1:0]switch ;
wire [27:0] speed ;
assign speed [27:0] = 28'd9999999;	 
reg [27:0] counter ;
always@(posedge clock)
	begin
		if(pulse)
			counter <= 28'd0 ;
		else
			counter <= counter+1'b1 ;
	end
	assign pulse = ( counter==speed ) ;
endmodule
module counter(clock,sensor,pulse);  
input sensor;
input clock;
output reg [11:0] pulse;
always@(posedge clock)
begin
if(clock==1)
pulse <= sensor;
end
endmodule
module power_counter(reset,pulse,data);
input reset;
input pulse;
output reg [11:0] data;
always@(posedge pulse or negedge reset)
begin
if(reset==0)
	data <= 0;
else if(pulse==1)
	data <= data + 1;
end
endmodule
module FSM_test(clock,pulse,enable,z);
input [2:0] pulse;
input enable;
input clock;
reg [3:0] current;
reg [3:0] next;
output reg [6:0] z;
parameter idle = 4'b0000, choose = 4'b0001, lightup_1 = 4'b0010, lightup_2 = 4'b0011, lightup_3 = 4'b0100, lightup_4 = 4'b0101, lightup_5 = 4'b0110, lightup_6 = 4'b0111, lightup_7 = 4'b1000, lightup_0 = 4'b1001;
always@(pulse[2:0], current, enable)
begin:les_go
	case(current)
		idle: if(!enable)				
				next = choose;
			else 
				next = idle;
		choose:        
					if(pulse==3'b000)
				next = lightup_0;
					else if(pulse==3'b001)
				next = lightup_1;
					else if(pulse==3'b010)
				next = lightup_2;
				  else if(pulse==3'b011)
				next = lightup_3;
					else if(pulse==3'b100)
				next = lightup_4;
					 else if(pulse==3'b101)
				next = lightup_5;
					else if(pulse==3'b110)
				next = lightup_6;
					else if(pulse==3'b111)
				next = lightup_7;
					else 
				next = lightup_0;
		lightup_0:
				next = idle;
		lightup_1: 
				next = idle;		
		lightup_2: 
				next = idle;
		lightup_3: 
				next = idle;
		lightup_4: 
				next = idle;
		lightup_5: 
				next = idle;	
		lightup_6: 
				next = idle;
		lightup_7:
				next = idle;
			default: 
				next = 4'bxxxx;
		endcase
	end
always@(posedge clock)
begin
	current <= idle;
if(clock==1)
	current <= next;
end
always@(current)
begin: output_sig
	case(current)
		choose: z =   7'b1111111;
		lightup_0: z = 7'b1000000;
		lightup_1: z = 7'b1111001;
		lightup_2: z = 7'b0100100;
		lightup_3: z = 7'b0110000;
		lightup_4: z = 7'b0011001;
		lightup_5: z = 7'b0010010;
		lightup_6: z = 7'b0000010;
		lightup_7: z = 7'b1111000;
		default: z =   7'b1111111;
	endcase
end
endmodule
```

## design/flow/run.sh

```bash
#!/bin/bash
# OpenROAD 26Q1-2900-gdf79404cd8, Yosys 0.63+post, stock flow scripts
make -C /OpenROAD-flow-scripts/flow DESIGN_CONFIG=/design/flow/config.mk WORK_HOME=/design/flow/orfs finish
```

## design/flow/config.mk

```make
export PLATFORM = sky130hd
export DESIGN_NAME = project7segimpulse
export DESIGN_NICKNAME = project7segimpulse
export VERILOG_FILES = /design/flow/design.v
export SDC_FILE = /design/flow/constraint.sdc
export NUM_CORES = 4
export LEC_CHECK = 1
export CORE_UTILIZATION = 40
```

## design/flow/constraint.sdc

```tcl
current_design project7segimpulse

set clk_period 3.2
set clk_io_pct 0.2

create_clock -name clk0 -period $clk_period [get_ports {CLOCK_50}]
create_clock -name clk1 -period $clk_period [get_ports {GPIO_1}]

set non_clock_inputs [all_inputs -no_clocks]
set_input_delay [expr $clk_period * $clk_io_pct] -clock clk0 $non_clock_inputs
set_output_delay [expr $clk_period * $clk_io_pct] -clock clk0 [all_outputs]
```

==> out/summary.json <==
{
  "outcome": "finished clean",
  "timing.final.hold_violations": 0,
  "unclocked_regs": 12,
  "hold_class": "clock port to flop",
  "cts.clk_slew.worst_paths_ns": 0.07,
  "p_clk_share_pct": 34.9,
  "ctsRootBufferMaster": "clkbuf_8",
  "worst_r2r_path_depth": 8,
  "antenna_violations_before_repair": 0,
  "drt_first_iter_violations": 53,
  "warning_count": 34,
  "number_of_instances_on_the_worst_hold_path": 0,
  "ys_top_cells_by_area": "dfxtp_1 (36%), dfrtp_1 (12%), ha_1 (6.5%)",
  "ys_area_um2": 2520,
  "synth_cells": 266,
  "cell_internal_pwr_mw": 0.703,
  "die_h_um": 81.4,
  "placed_cell_count": 369,
  "enable_flop_cells": 0,
  "port_buffers": 41,
  "initial_core_utilization_pct": 42.1,
  "crit_path_start_kind": "flop",
  "synth.distinct_cells": 49,
  "pwr-share-comb_pct": 0.5,
  "yosys_warnings": 15,
  "crit_type": "flop to flop",
  "grt_overflow": 0,
  "synth.largest_area_cell": "dfxtp_1",
  "holdWs_ns": 0.0277,
  "power.share.switching_pct": 19.1,
  "crit-reg2reg-capture": "HEX1[2]",
  "ctsLongestPathBuffers": 2,
  "grt_start_max_net_pins": 18,
  "fin_ws_ns": 1.15,
  "pre_cts_slack_ns": 1.20,
  "clock_skew_ns": 0.00116,
  "cts_buffers": 5,
  "grt_first_pass_wirelength_um": 7230,
  "globalplace.congestion": 0.927,
  "post-dp-hpwl_um": 3090,
  "die_x_um": 81.4,
  "leakage_nw": 1.32,
  "hp-start": "GPIO_1[1]",
  "worst_setup_path_end_kind": "flop",
  "clock_tree_from_tritoncts": "built",
  "worstPathArrival_ns": 2.26,
  "vias_per_cell": 4.84,
  "cts_max_level": 2,
  "postCtsSetupBuffers": 0,
  "via_count_of_the_first_global_routing_pass": 1648,
  "synth_dominant_cell_count": "dfxtp_1",
  "drt-wirelength-per-cell_um": 11.1,
  "synthesis.area_per_instance_um2": 9.47,
  "post_dp_cell_area_um2": 2930,
  "synth_async_sr_flop_share_pct": 21.1,
  "num_io_pins": 51,
  "untimed_endpoints": 24,
  "finalWirelength_um": 4170,
  "synthTopCellsByCount": "dfxtp_1 (45), nand2_1 (25), inv_1 (20), o21ai_0 (18), ha_1 (13)",
  "ys_ff": 57,
  "timing.max_slew.rel_slack_pct": 60.6,
  "ys_seq_share_pct": 47.7,
  "worstHoldEndpoint": "sup.pulse[0]",
  "rsz0062_at_grt": "no",
  "setup_viol_count_final": 0,
  "critPathMaxFanout": 8,
  "sequentialPowerShare_pct": 64.6,
  "layout-area-overhead-vs-synth_pct": 19.1,
  "synth-main-ff-cell": "dfxtp_1",
  "power_mw": 0.869,
  "core_area_um2": 5990,
  "critPathRequiredTime_ns": 3.42,
  "cts-resized-gates": 0,
  "design.die.area_um2": 6620,
  "mappedNetlistArea_um2": 2520,
  "finish.utilization_pct": 50.1,
  "vdd_drop_max_mv": 0.169,
  "firstDrtPassIters": 6,
  "cts.hold.buffers_added": 0,
  "ys_cells": 266,
  "num_rows": 28,
  "yosys.area.top_type_share_pct": 35.7,
  "dr_total_vias": 1811,
  "worst-slew-pin-transition_ns": 0.590,
  "switchingPower_mw": 0.166,
  "max_cap_violations": 0,
  "report.final.slew_viol_count": 0,
  "antenna_cells_inserted": 0,
  "final_antenna_net_count": 0,
  "drt_drc_violations_left": 0,
  "gr-usage-all-layers_pct": 14.2,
  "post_route_cells_drive_above_1_share_pct": 4.01,
  "timing.rr.start": "digit2.current[3]",
  "timing.reg2reg.setup_slack_ns": 1.15,
  "final_cell_area_um2": 3000,
  "p_per_area_nw_per_um2": 289,
  "fin_cells": 374,
  "fin_setup_tns_ns": 0
}
[final cells by class]
class / count / area [µm²]
Fill cell: 564 / 2990
Timing Repair Buffer: 41 / 410
Tap cell: 75 / 93.8
Inverter: 20 / 75.1
Sequential cell: 57 / 1200
Multi-Input combinational cell: 176 / 1150
Clock buffer: 5 / 68.8
[routing by layer]
layer  track usage [%]  routed length (µm)
met4              2.32                  78
met2              21.2                1790
met1              22.2                2110
met3              2.62                 189
met5                 0                   0
[cell families (layout without fill, tap and decap cells)]
kind of cell	after synthesis	after routing	share of synthesized area [%]
multiplexers	9	9	3.58
AND/OR/NAND/NOR	78	78	15.7
XOR/XNOR	14	14	4.87
AND-OR/OR-AND	55	55	14.1
flip-flops	57	57	47.7
other	1	7	0.149
buffers and inverters	39	66	7.50
adder cells (fa/ha/maj)	13	13	6.45
[power by group through the flow]
| stage | logic [mW] | clock network (mW) | registers [mW] |
|---|---|---|---|
| final | 0.00404 | 0.303 | 0.561 |
| after CTS | 0.00450 | 0.314 | 0.561 |
| after global routing | 0.00524 | 0.339 | 0.561 |
[registers in the layout, indices dropped and copies added, names as in the netlist]
signal	cells
digit1.current	4
digit4.current	4
sup.pulse	1
HEX2	7
yo.data	12
digit2.current	4
digit3.current	4
HEX3	7
HEX1	7
HEX0	7
[cell usage in the layout, fill, tap and decap left out, drive strengths merged, types with 2 or more instances in the layout]
cell           netlist  layout
nand2               25      25
clkbuf               3       5
o21ai               21      21
xnor2                9       9
inv                 20      20
a21boi               2       2
nor4                 4       4
nor2                12      12
nand2b               3       3
dfxtp               45      45
and3                 2       2
a21oi                9       9
o22ai                4       4
nor3                 9       9
o211ai               7       7
mux2i                9       9
and2                 2       2
xor2                 5       5
or3                  4       4
ha                  13      13
conb                 1       7
clkdlybuf4s50        0      41
dfrtp               12      12
nand3                8       8
nor2b                6       6
[how the worst max path moves through the flow]
stage                startpoint      end  slack, ns
global route  digit2.current[3]  HEX1[2]       0.96
finish        digit2.current[3]  HEX1[2]       1.15
CTS           digit2.current[3]  HEX1[2]       1.18
[worst max-delay path, cell delays in order, from the launching register on]
cell and delay [ns]:
dfxtp_1 0.36, nor3_1 0.31, and2_1 0.34, nand2b_1 0.12
ha_1 0.28, nor2_1 0.10, a21oi_1 0.04, or3_1 0.32
o211ai_1 0.09
No activity file was given, so power comes from the tool's default toggle rates.
